==> flow/design.v <==
module Control #(
    parameter opwidth = 2,
    mcodebits = 3
) (
    input [mcodebits-1:0] instr,   
    output logic RegDst,
    Branch,
    MemtoReg,
    MemWrite,
    ALUSrc,
    RegWrite,
    MoveCtrl,
    output logic [opwidth-1:0] ALUOp
);   
  always_comb begin
    RegDst   = 'b0;   
    Branch   = 'b0;   
    MemWrite = 'b0;   
    ALUSrc   = 'b0;   
    RegWrite = 'b1;   
    MemtoReg = 'b0;   
    ALUOp    = 2'b11;   
    MoveCtrl = 'b0;  
    case (instr)   
      'b000: begin   
        ALUOp = 'b00;   
      end
      'b001: begin   
        ALUOp = 'b01;
      end
      'b010: begin   
        ALUOp = 'b10;
      end
      'b011: begin   
        MemtoReg = 'b1;
        MoveCtrl = 'b1;
      end
      'b100: begin
        MemWrite = 'b1;
        RegWrite = 'b0;
      end
      'b101: begin
        MoveCtrl = 'b1;
      end
      'b110: begin
        Branch = 'b1;
      end
      'b111: begin
        ALUSrc = 'b1;
      end
    endcase
  end
endmodule
module PC #(
    parameter D = 12
) (
    input                reset,     
    clk,
    reljump_en,   
    absjump_en,   
    input        [D-1:0] target,    
    output logic [D-1:0] prog_ctr
);
  always_ff @(posedge clk)
    if (reset) prog_ctr <= '0;
    else if (reljump_en) prog_ctr <= prog_ctr + target;
    else if (absjump_en) prog_ctr <= target;
    else prog_ctr <= prog_ctr + 'b1;
endmodule
module PC_LUT #(
    parameter D = 12
) (
    input        [  4:0] addr,    
    output logic [D-1:0] target
);
  always_comb
    case (addr)
      0: target = -258;
      1: target = 55;
      2: target = 153;
      3: target = 16;
      4: target = 130;
      5: target = 28;
      6: target = 22;
      7: target = -470;
      8: target = 5;
      9: target = 5;
      10: target = 5;
      11: target = 5;
      12: target = 7;
      13: target = 10;
      14: target = 6;
      15: target = 134;
      16: target = 9;
      17: target = 9;
      18: target = 9;
      19: target = 9;
      20: target = -249;
      default: target = 'b0;   
    endcase
endmodule
module alu (
    input        [1:0] alu_cmd,   
    input        [7:0] inA,
    inB,   
    output logic [7:0] rslt,
    output logic       
    pari,   
    eq   
);
  always_comb begin
    rslt = 'b0;
    eq  = inA != inB;
    case (alu_cmd)
      2'b00:   
      rslt = inA + inB;
      2'b01:   
      rslt = (inB >> inA) | (inB << (8 - inA));
      2'b10:   
      rslt = ~(inA & inB);
      2'b11:   
      rslt = inB;
    endcase
    pari = ^rslt;
  end
endmodule
module dat_mem (
    input        [7:0] dat_in,
    input              clk,
    input              wr_en,    
    input        [7:0] addr,     
    output logic [7:0] dat_out
);
  logic [7:0] core[256];   
  assign dat_out = core[addr];
  always_ff @(posedge clk)
    if (wr_en)   
      core[addr] <= dat_in;
endmodule
module instr_ROM #(
    parameter D = 12
) (
    input        [D-1:0] prog_ctr,   
    output logic [  8:0] mach_code
);
  logic [8:0] core[2**D];
  initial   
    $readmemb("W:/src/mach_code.txt", core);
  always_comb mach_code = core[prog_ctr];
endmodule
module reg_file #(
    parameter pw = 3
) (
    input        [   7:0] dat_in,
    input                 clk,
    input                 wr_en,     
    input        [pw-1:0] wr_addr,   
    rd_addrA,   
    rd_addrB,
    input                 par,       
    output logic [   7:0] datA_out,  
    datB_out,
    out_reg
);
  logic [7:0] core[2**pw];   
  assign out_reg = core[7];
  always_comb begin
    if (rd_addrA == 6) datA_out = {7'b0, par};
    else datA_out = core[rd_addrA];
  end
  always_comb begin
    if (rd_addrB == 6) datB_out = {7'b0, par};
    else datB_out = core[rd_addrB];
  end
  always_ff @(posedge clk)
    if (wr_en)   
      core[wr_addr] <= dat_in;
endmodule
module top_level (
    input        clk,
    reset,
    output logic done
);
  parameter D = 12;
  wire [D-1:0] target,   
  prog_ctr;
  wire RegDst, MemtoReg, MemWrite, ALUSrc, RegWrite, MoveCtrl;
  wire [1:0] ALUOp;
  wire [2:0] instr;
  wire [7:0] datA, datB, out,   
  muxB, rslt,   
  immed,   
  mem_out_data,   
  regfile_dat;   
  logic
      sc_o,   
      sc_in,   
      pariQ,   
      zeroQ;   
  wire relj;   
  wire absj = 0;
  wire pari, zero, eq, sc_clr, sc_en;   
  wire reljump_en;
  wire [8:0] mach_code;   
  wire [2:0] rd_addrA, rd_addrB;   
  assign instr = mach_code[8:6];
  assign rd_addrB = mach_code[5:3];
  assign rd_addrA = mach_code[2:0];
  assign immed = {2'b0, mach_code[5:0]};
  assign reljump_en = relj && eq;
  assign muxB = ALUSrc ? immed : datB;
  assign regfile_dat = MemtoReg ? mem_out_data : rslt;
  PC #(
      .D(D)
  )   
      pc1 (
      .reset,
      .clk,
      .reljump_en(reljump_en),
      .absjump_en(absj),
      .target,
      .prog_ctr
  );
  PC_LUT #(
      .D(D)
  ) pl1 (
      .addr(out[4:0]),
      .target
  );
  instr_ROM ir1 (
      .prog_ctr,
      .mach_code
  );
  Control ctl1 (
      .instr(instr),
      .RegDst(RegDst),
      .Branch(relj),
      .MemtoReg(MemtoReg),
      .MemWrite(MemWrite),
      .ALUSrc(ALUSrc),
      .RegWrite(RegWrite),
      .MoveCtrl(MoveCtrl),
      .ALUOp
  );
  reg_file #(
      .pw(3)
  ) rf1 (
      .dat_in  (regfile_dat),   
      .clk,
      .wr_en   (RegWrite),
      .par(pariQ),
      .rd_addrA(rd_addrA),
      .rd_addrB(MoveCtrl ? rd_addrA : rd_addrB),  
      .wr_addr (MoveCtrl ? rd_addrB : 'b111),
      .datA_out(datA),
      .datB_out(datB),
      .out_reg(out)
  );
  alu alu1 (
      .alu_cmd(ALUOp),
      .inA    (datA),
      .inB    (muxB),
      .eq     (eq),
      .rslt,
      .pari
  );
  dat_mem dm1 (
      .dat_in (datB),          
      .clk,
      .wr_en  (MemWrite),      
      .addr   (datA),
      .dat_out(mem_out_data)
  );
  always_ff @(posedge clk) begin
    pariQ <= pari;
    zeroQ <= zero;
    if (sc_clr) sc_in <= 'b0;
    else if (sc_en) sc_in <= sc_o;
  end
  assign done = prog_ctr == 512;
endmodule
==> flow/run.sh <==
#!/bin/bash
# OpenROAD 26Q1-2900-gdf79404cd8, Yosys 0.63+post, stock flow scripts
make -C /OpenROAD-flow-scripts/flow DESIGN_CONFIG=/design/flow/config.mk WORK_HOME=/design/flow/orfs finish
==> flow/config.mk <==
export PLATFORM = sky130hd
export DESIGN_NAME = top_level
export DESIGN_NICKNAME = top_level
export VERILOG_FILES = /design/flow/design.v
export SDC_FILE = /design/flow/constraint.sdc
export NUM_CORES = 4
export LEC_CHECK = 1
export CORE_AREA = 10 10 77 77
export DIE_AREA = 0 0 87 87
export SYNTH_HDL_FRONTEND = slang
export SYNTH_MEMORY_MAX_BITS = 65536
==> flow/constraint.sdc <==
current_design top_level

set clk_period 3.1
set clk_io_pct 0.2

create_clock -name clk0 -period $clk_period [get_ports {clk}]

set non_clock_inputs [all_inputs -no_clocks]
set_input_delay [expr $clk_period * $clk_io_pct] -clock clk0 $non_clock_inputs
set_output_delay [expr $clk_period * $clk_io_pct] -clock clk0 [all_outputs]
==> summary.txt <==
Largest net degree at the start of global routing -> 13
FP Rows -> 24
Drt drc -> 0
GR peak layer -> met1
Via Count -> 432
Final hold vios -> 0
Top delay family on crit path -> simple AND/OR/NAND/NOR gates
Crit path DAT -> 1.73 ns
Warnings from Yosys -> 0
Biggest regs -> pc1.prog_ctr (12)
RSZ-0062 raised after global routing -> no
GPL Wtd Cong -> 0.742
Post-CTS Setup Inserts -> 0
CTS Sinks -> 12
Grt met2 use -> 3.66%
Design area -> 667 um^2
Via count of the first global-routing pass -> 402
Slew @ Worst Pin -> 0.465 ns
Placed cell area -> 626 um^2
CP max stage delay -> 0.51 ns
Area grow syn2layout -> 22.5%
TNS Setup -> 0 ns
PortBufs -> 2
Synthesized area -> 544 um^2
Cells after DPL -> 113
Core Area -> 4350 um^2
Yosys stat area -> 544 um^2
P per Cell Area -> 461 nW/um^2
Worst setup SP type -> register
Vert. Die Dim -> 87 um
LEAKAGE -> 0.196 nW
Total CTS buffers -> 3
Fmax achieved -> 0.426 GHz
Flops after synth -> 12
Clock Skews -> 0.000582 ns
Max VDD drop -> 319 uV
GRT Overall Usage -> 2.80%
Maxcap violations -> 0
Hold slack -> 0.493 ns
Layout cells sized above 1 -> 12.5%
First-pass GRT wire length -> 1.77 mm
H-tree depth -> 1
Final HPWL DP -> 711 um
Final critical-path required period -> 2.35 ns
Tool warnings -> 26
Clk latency late pin -> 0.23 ns
CP Cell Sequence -> nor4b_1 -> nand4_1 -> nor4_1 -> clkdlybuf4s50_1
Max Buffers Root-to-Sink -> 2
Worst endpoint required time -> 2.48 ns
Largest fanout on the critical path -> 5
Die Area -> 7570 um^2
Max_slew headroom -> 68.9%
Slew Viols, Final -> 0
N_diodes -> 0
Die Wd -> 87 um
Final ANT Viol Nets -> 0
Global route overflow -> 0
Distinct lib cells -> 21
Worst setup EP type -> primary output
Worst Hold Class -> reg -> reg
Syn Area/Cell -> 9.07 um^2
Core Util at FP -> 12.5%
Post-CTS resize count -> 0
Slowest cell on crit path -> clkdlybuf4s50_1
Largest Register -> pc1.prog_ctr
Via density -> 3.72
GRT met3 Usage -> 1.42%
# Cells Yosys -> 60
Ports -> 3
WS Path Type -> reg -> out
DR WL/cell -> 8.85 um
Fin crit share -> 75.8%
Post-Synthesis Cells -> 60
Initial DRC Count -> 11
Clk slew on worst S/H paths -> 0.05 ns
DR pass1 iterations -> 4
M1 GR Usage -> 3.86%
Sequential area share after synthesis -> 44.1%
Cts hold-fix bufs -> 0
Antenna violations before repair -> 0
Finished Layout Cells -> 116
WL final -> 1.03 mm
Final setup fails -> 0
CTS tree -> done
Clk root buf -> clkbuf_8
CP Buf/Inv Count -> 1
Outcome -> completed
Max reg flops -> 12
==> power breakdown <==
group,internal (mW),switching [mW]
clock,0.0849,0.0489
combinational,0.00522,0.00578
sequential,0.158,0.00454
==> placed cells by master, fill, tap and decap left out <==
cell,count
dfxtp_1,12
a21oi_1,7
nor2_1,5
inv_1,4
o31ai_1,4
or4_1,4
o21ai_0,3
clkbuf_8,3
nand4_1,2
xnor2_1,2
nand3_1,2
nand3_2,2
nand2_1,2
or3_2,2
ha_1,2
clkdlybuf4s50_1,2
nor4b_1,1
nor4_1,1
nor2b_1,1
nand4_2,1
or3_1,1
xor2_1,1
==> cells in the mapped netlist <==
library cell  count  area share [%]
nand2_1           2             1.4
dfxtp_1          12              44
or3_2             2             2.8
o31ai_1           4             5.5
or4_1             4             5.5
nand4_2           1             2.3
clkbuf_1          1            0.69
nand3_2           2             3.7
inv_1             4             2.8
nand3_1           2             1.8
o21ai_0           3             2.8
a21oi_1           7             6.4
ha_1              2             4.6
nor2b_1           1             1.2
nor4_1            1             1.2
xnor2_1           2             3.2
or3_1             1             1.2
nand4_1           2             2.3
nor4b_1           1             1.6
xor2_1            1             1.6
nor2_1            5             3.4
==> area by class of cell <==
class / count / area, um^2
clock buffers: 3 / 41.3
fillers: 475 / 3690
inverters: 4 / 15.0
multi-input cells: 43 / 285
flip-flops and latches: 12 / 240
well taps: 52 / 65.1
repair buffers: 2 / 20.0
==> per-stage QoR <==
stage | util (%) | power (mW) | worst slack [ns]
4_1_cts | 15.3 | 0.312 | 0.727
3_5_place_dp | 14.4 | 0.177 | 0.990
3_3_place_gp | 14.4 | 0.176 | 1.02
5_1_grt | 15.3 | 0.324 | 0.578
6_report | 15.3 | 0.307 | 0.752
2_1_floorplan | - | 0.172 | 1.66
==> routing by layer <==
layer	wire length, um	up-vias	part of all wire, %
met5	0	-	0
met4	21	0	2.0
met3	53	2	5.2
met2	412	6	40
met1	540	192	53
li1	-	232	-
==> worst paths after layout <==
| check | start | end | slack (ns) | cells after the start |
|---|---|---|---|---|
| worst max register to register | pc1.prog_ctr[0] | pc1.prog_ctr[10] | 1.55 | 4 |
| worst min-delay path | pc1.prog_ctr[0] | pc1.prog_ctr[0] | 0.49 | 1 |
| worst min register to register | pc1.prog_ctr[0] | pc1.prog_ctr[0] | 0.49 | 1 |
| worst max-delay path | pc1.prog_ctr[2] | done | 0.75 | 4 |
==> cells by family after synthesis <==
logic type	after synthesis	synth area share, %
and+or+nand+nor	24	28.3
AOI/OAI and AO/OA	14	14.7
DFF	12	44.1
buffers and inverters	5	3.45
xor gates and xnor gates	3	4.83
adders and majority gates	2	4.60
No activity file was given, so power comes from the tool's default toggle rates.
